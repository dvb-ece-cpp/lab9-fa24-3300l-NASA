==> /design/flow/design.v <==
module hvsync_generator(clk, vga_h_sync, vga_v_sync, inDisplayArea, CounterX, CounterY);
input clk;
output vga_h_sync, vga_v_sync;
output inDisplayArea;
output [9:0] CounterX;
output [8:0] CounterY;
reg [9:0] CounterX;
reg [8:0] CounterY;
wire CounterXmaxed = (CounterX==10'h2FF);
always @(posedge clk)
if(CounterXmaxed)
	CounterX <= 0;
else
	CounterX <= CounterX + 1;
always @(posedge clk)
if(CounterXmaxed) CounterY <= CounterY + 1;
reg	vga_HS, vga_VS;
always @(posedge clk)
begin
	vga_HS <= (CounterX[9:4]==6'h2D);  
	vga_VS <= (CounterY==500);  
end
reg inDisplayArea;
always @(posedge clk)
if(inDisplayArea==0)
	inDisplayArea <= (CounterXmaxed) && (CounterY<480);
else
	inDisplayArea <= !(CounterX==639);
assign vga_h_sync = ~vga_HS;
assign vga_v_sync = ~vga_VS;
endmodule
module pong(
    input clk,
    input btn_up,        
    input btn_down,      
    output vga_h_sync,
    output vga_v_sync,
    output vga_R,
    output vga_G,
    output vga_B
);
    wire inDisplayArea;
    wire [9:0] CounterX;
    wire [8:0] CounterY;
    hvsync_generator syncgen(
        .clk(clk), 
        .vga_h_sync(vga_h_sync), 
        .vga_v_sync(vga_v_sync), 
        .inDisplayArea(inDisplayArea), 
        .CounterX(CounterX), 
        .CounterY(CounterY)
    );
    reg [8:0] PaddlePosition;
    always @(posedge clk) begin
        if (btn_up && ~&PaddlePosition)        
            PaddlePosition <= PaddlePosition + 1;
        else if (btn_down && |PaddlePosition)  
            PaddlePosition <= PaddlePosition - 1;
    end
    reg [9:0] ballX;
    reg [8:0] ballY;
    reg ball_inX, ball_inY;
    always @(posedge clk)
    if (ball_inX == 0) 
        ball_inX <= (CounterX == ballX) & ball_inY; 
    else 
        ball_inX <= !(CounterX == ballX + 16);
    always @(posedge clk)
    if (ball_inY == 0) 
        ball_inY <= (CounterY == ballY); 
    else 
        ball_inY <= !(CounterY == ballY + 16);
    wire ball = ball_inX & ball_inY;
    wire border = (CounterX[9:3] == 0) || (CounterX[9:3] == 79) || (CounterY[8:3] == 0) || (CounterY[8:3] == 59);
    wire paddle = (CounterX >= PaddlePosition + 8) && (CounterX <= PaddlePosition + 120) && (CounterY[8:4] == 27);
    wire BouncingObject = border | paddle;  
    reg ResetCollision;
    always @(posedge clk) ResetCollision <= (CounterY == 500) & (CounterX == 0);   
    reg CollisionX1, CollisionX2, CollisionY1, CollisionY2;
    always @(posedge clk) if (ResetCollision) CollisionX1 <= 0; else if (BouncingObject & (CounterX == ballX) & (CounterY == ballY + 8)) CollisionX1 <= 1;
    always @(posedge clk) if (ResetCollision) CollisionX2 <= 0; else if (BouncingObject & (CounterX == ballX + 16) & (CounterY == ballY + 8)) CollisionX2 <= 1;
    always @(posedge clk) if (ResetCollision) CollisionY1 <= 0; else if (BouncingObject & (CounterX == ballX + 8) & (CounterY == ballY)) CollisionY1 <= 1;
    always @(posedge clk) if (ResetCollision) CollisionY2 <= 0; else if (BouncingObject & (CounterX == ballX + 8) & (CounterY == ballY + 16)) CollisionY2 <= 1;
    wire UpdateBallPosition = ResetCollision;   
    reg ball_dirX, ball_dirY;
    always @(posedge clk)
    if (UpdateBallPosition) begin
        if (~(CollisionX1 & CollisionX2))         
        begin
            ballX <= ballX + (ball_dirX ? -1 : 1);
            if (CollisionX2) ball_dirX <= 1; else if (CollisionX1) ball_dirX <= 0;
        end
        if (~(CollisionY1 & CollisionY2))         
        begin
            ballY <= ballY + (ball_dirY ? -1 : 1);
            if (CollisionY2) ball_dirY <= 1; else if (CollisionY1) ball_dirY <= 0;
        end
    end 
    wire R = BouncingObject | ball | (CounterX[3] ^ CounterY[3]);
    wire G = BouncingObject | ball;
    wire B = BouncingObject | ball;
    reg vga_R, vga_G, vga_B;
    always @(posedge clk) begin
        vga_R <= R & inDisplayArea;
        vga_G <= G & inDisplayArea;
        vga_B <= B & inDisplayArea;
    end
endmodule
==> /design/flow/run.sh <==
#!/bin/bash
# OpenROAD 26Q1-2900-gdf79404cd8, Yosys 0.63+post, stock flow scripts
make -C /OpenROAD-flow-scripts/flow DESIGN_CONFIG=/design/flow/config.mk WORK_HOME=/design/flow/orfs finish
==> /design/flow/config.mk <==
export PLATFORM = sky130hd
export DESIGN_NAME = pong
export DESIGN_NICKNAME = pong
export VERILOG_FILES = /design/flow/design.v
export SDC_FILE = /design/flow/constraint.sdc
export NUM_CORES = 4
export LEC_CHECK = 1
export CORE_UTILIZATION = 30
==> /design/flow/constraint.sdc <==
current_design pong

set clk_period 7.8
set clk_io_pct 0.2

create_clock -name clk0 -period $clk_period [get_ports {clk}]

set non_clock_inputs [all_inputs -no_clocks]
set_input_delay [expr $clk_period * $clk_io_pct] -clock clk0 $non_clock_inputs
set_output_delay [expr $clk_period * $clk_io_pct] -clock clk0 [all_outputs]
==> flow_metrics.env <==
# implementation run metrics
export IMPL_count_of_different_cell_masters_after_synthesis=58
export IMPL_cp_class="in -> reg"
export IMPL_synth_chip_area_um2=4580
export IMPL_hp_class="reg -> reg"
export IMPL_route_final_wire_length_um=8680
export IMPL_route_detailed_wl_per_inst_um=12.9
export IMPL_final_antenna_net_count=0
export IMPL_timing_worst_slew_pin_value_ns=0.848
export IMPL_slowest_stage="sky130_fd_sc_hd__clkdlybuf4s50_1"
export IMPL_outcome="finished clean"
export IMPL_clock_root_buffer="sky130_fd_sc_hd__clkbuf_16"
export IMPL_vias_per_cell=5.00
export IMPL_synthTopLogicFamily="simple AND/OR/NAND/NOR gates"
export IMPL_ys_ff=61
export IMPL_hpwl_um=6400
export IMPL_clk_sink_count=61
export IMPL_post_route_drc_count=0
export IMPL_cts_hold_fix_buffers=0
export IMPL_synthAoiAreaFrac_pct=11.3
export IMPL_synth_xor_xnor_area_share_pct=12.7
export IMPL_ir_worst_vdd_mv=0.102
export IMPL_maximum_number_of_pins_on_one_net_before_global_route_repair=13
export IMPL_cts_repair_resized=0
export IMPL_synth_edff_count=39
export IMPL_synth_yosys_num_cells=478
export IMPL_clock_tree_from_tritoncts="built"
export IMPL_drt_iter0_drc=229
export IMPL_skew_ns=0.00839
export IMPL_syn_mean_instance_area_um2=9.58
export IMPL_postCtsSetupBuffers=0
export IMPL_cts_max_path_buffers=2
export IMPL_cap_violations=0
export IMPL_setup_repair_after_global_routing_missed_its_margin="no"
export IMPL_setup_viol=0
export IMPL_first_global_vias=3188
export IMPL_cp_buffers_inverters=1
export IMPL_max_slew_vio_count=0
export IMPL_place_worst_setup_slack_ns=3.83
export IMPL_groute_usage_overall_pct=11.9
export IMPL_synthesis_yosys_warnings=2
export IMPL_dominantRegCellSynth="sky130_fd_sc_hd__edfxtp_1"
export IMPL_muxShareOfSynthArea_pct=0.875
export IMPL_syn_area_um2=4580
export IMPL_max_slew_margin_rel_pct=43.3
export IMPL_timing_hold_violations_final=0
export IMPL_die_area_um2=15800
export IMPL_layout_setup_ws_ns=4.15
export IMPL_arrival_time_at_the_worst_endpoint_ns=3.72
export IMPL_cts_inserted_buffers=9
export IMPL_synth_seq_share_pct=35.2
export IMPL_grt_overflow=0
export IMPL_clk_pin_slew_worst_paths_ns=0.06
export IMPL_post_route_min_period_ns=3.65
export IMPL_final_setup_tns_ns=0
export IMPL_critPathTopFamily="AND-OR/OR-AND gates"
export IMPL_cellLeakagePower_uw=0.00217
export IMPL_grt_pass1_wl_um=15100
export IMPL_design_portCount=8
export IMPL_final_period_utilization_pct=46.8
export IMPL_synth_cellmix_adderShare_pct=15.0
export IMPL_die_h_um=126
export IMPL_final_layout_top_logic_cell="sky130_fd_sc_hd__ha_1"
export IMPL_crit_chain="clkdlybuf4s50_1 > o21ai_0 > fa_1 > a21o_1 > a21oi_1 > nor2b_1 > o21ai_0 > a21oi_1 > xor2_1"
export IMPL_place_gp_congestion=0.866
export IMPL_antenna_found_initial=0
export IMPL_ctsHtreeMaxLevel=3
export IMPL_max_freq_mhz=274
export IMPL_stage_log_warnings=28
export IMPL_critPathCaptureType="flop"
export IMPL_synthArstFlopShare_pct=0
export IMPL_io_buffer_count=7
export IMPL_synthToLayoutAreaGrowth_pct=11.8
export IMPL_crit_path_max_fanout=4
export IMPL_placeableCoreArea_um2=14700
export IMPL_syn_instance_count=478
export IMPL_die_w_um=126
export IMPL_dr_total_vias=3355
export IMPL_clock_latency_late_sink_ns=0.33
export IMPL_timing_critical_path_slowest_cell_delay_ns=0.48
export IMPL_fillerInstances=1417
export IMPL_drive_gt1_share_pct=5.75
export IMPL_whs_ns=0.469
export IMPL_worstPathRequired_ns=7.88
export IMPL_layout_top_cells="sky130_fd_sc_hd__ha_1 (50), sky130_fd_sc_hd__xnor2_1 (40), sky130_fd_sc_hd__edfxtp_1 (39)"
export IMPL_first_pass_iters=4
export IMPL_fp_util_pct=31.1
export IMPL_pwr_density_cell_nw_per_um2=216
export IMPL_antennaDiodeCount=0
export IMPL_rows=44
export IMPL_ys_sh_simple_pct=20.1
export IMPL_cp_start_kind="input port"
==> flip-flops by register name, indices dropped and copies added, names as in the netlist, 9 cells and up <==
name              cells
PaddlePosition        9
ballX                10
ballY                 9
syncgen.CounterX     10
syncgen.CounterY      9
==> Yosys cell counts, types with 5 or more instances <==
cell / count / area, um^2
sky130_fd_sc_hd__inv_1: 34 / 128
sky130_fd_sc_hd__and2_1: 7 / 43.8
sky130_fd_sc_hd__o22ai_1: 5 / 31.3
sky130_fd_sc_hd__edfxtp_1: 39 / 1170
sky130_fd_sc_hd__a21oi_1: 23 / 115
sky130_fd_sc_hd__nand2_1: 27 / 101
sky130_fd_sc_hd__clkbuf_1: 6 / 22.5
sky130_fd_sc_hd__ha_1: 50 / 626
sky130_fd_sc_hd__and3_1: 6 / 37.5
sky130_fd_sc_hd__o21ai_0: 19 / 95.1
sky130_fd_sc_hd__nor3_1: 12 / 60.1
sky130_fd_sc_hd__o211ai_1: 5 / 37.5
sky130_fd_sc_hd__nand3_1: 20 / 100
sky130_fd_sc_hd__buf_2: 7 / 35.0
sky130_fd_sc_hd__xor2_1: 23 / 201
sky130_fd_sc_hd__nor2b_1: 15 / 93.8
sky130_fd_sc_hd__nor2_1: 25 / 93.8
sky130_fd_sc_hd__nor4_1: 6 / 37.5
sky130_fd_sc_hd__nand2b_1: 15 / 93.8
sky130_fd_sc_hd__dfxtp_1: 22 / 440
sky130_fd_sc_hd__xnor2_1: 40 / 350
sky130_fd_sc_hd__or3_1: 6 / 37.5
==> worst reg2reg max path: cells and delay by family (launching register included) <==
family                   cells  cell delay [ns]
XOR/XNOR                     1             0.17
AND-OR/OR-AND                5             1.25
adder cells (fa/ha/maj)      1             0.37
flip-flops                   1             0.51
AND/OR/NAND/NOR              3             0.40
==> worst paths after layout <==
| check | startpoint | end | slack [ns] | depth (start not counted) |
|---|---|---|---|---|
| worst max-delay path | btn_up | PaddlePosition[8]$_DFFE_PP_ | 4.15 | 9 |
| worst min-delay path | CollisionY2$_SDFFE_PP0P_ | ball_dirY$_SDFFCE_PP1P_ | 0.47 | 0 |
| worst max register to register | PaddlePosition[3]$_DFFE_PP_ | PaddlePosition[8]$_DFFE_PP_ | 4.88 | 10 |
| worst min register to register | CollisionY2$_SDFFE_PP0P_ | ball_dirY$_SDFFCE_PP1P_ | 0.47 | 0 |
==> metrics by stage <==
step / total power [uW] / area, um^2 / utilization (%) / instances
global placement: 684 / 4810 / 32.7 / 655
detailed placement: 692 / 4810 / 32.7 / 655
finish: 1110 / 5120 / 34.8 / 671
CTS: 1120 / 5120 / 34.8 / 671
global route: 1180 / 5120 / 34.8 / 671
floorplan: 638 / 4580 / - / 478
==> kinds of logic after synthesis <==
family	count (synthesis)
AND-OR/OR-AND	80
XOR/XNOR	64
buffers and inverters	51
multiplexers	4
adder cells (fa/ha/maj)	53
flip-flops	61
AND/OR/NAND/NOR	165
==> power breakdown <==
part	switching [uW]	total [uW]	internal (uW)
sequential	49.9	430	380
combinational	126	254	129
clock	146	423	278
==> routing by layer <==
layer	track usage, %	wire length (um)	vias up
met3	2.14	293	8
li1	-	-	1728
met1	18.5	4450	1574
met5	0	0	-
met2	18.1	3820	45
met4	1.58	111	0
==> area by class of cell <==
type / count / area [um^2] / share of cell area, %
multi-input cells: 366 / 2740 / 53.6
flip-flops and latches: 61 / 1610 / 31.5
well taps: 184 / 230 / 4.50
clock buffers: 9 / 225 / 4.40
inverters: 34 / 128 / 2.49
repair buffers: 10 / 92.6 / 1.81
clock inverters: 7 / 88.8 / 1.74
Power figures rest on the tool's default switching activity, not on a simulated workload.
